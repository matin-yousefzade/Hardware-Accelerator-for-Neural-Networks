==> design/flow/design.v <==
`timescale 1ns / 1ps
module Compute_CTRL #(
    parameter   SIMD = 4
)(
    input   wire                clk,
    input   wire                rst,
    input   wire                aw_valid,
    input   wire                eow,
    input   wire                acc_done_out,
    input   wire                a3,
    input   wire                w3,
    input   wire                a_co,
    input   wire                w_co,
    input   wire                nz,
    output  reg                 ready,
    output  reg                 done,
    output  reg                 acc_sel_toggle,
    output  reg                 compute_write,
    output  reg     [2 : 0]     ctrl
);
    parameter   [1 : 0]     idle = 2'h0,
                            store_data = 2'h1,
                            dot_product = 2'h2,
                            start_receive = 2'h3;
    wire                            co1;
    reg                             count1;
    reg     [$clog2(SIMD)-1 : 0]    cnt1;
    reg                             count2;
    reg     [$clog2(SIMD+1)-1 : 0]  cnt2;
    reg                             cnt_init;
    reg                             eow_ld;
    reg                             eow_reg;
    wire                            no_data;
    wire                            last_data;
    always @(posedge clk) begin
        if(~rst) cnt1 <= 'b0;
        else if(cnt_init) cnt1 <= 'b0;
        else if(count1 & co1) cnt1 <= 'b0;
        else if(count1 & ~co1) cnt1 <= cnt1 + 1'b1;
        else cnt1 <= cnt1;
    end
    assign co1 = (cnt1 == SIMD-1);
    always @(posedge clk) begin
        if(~rst) cnt2 <= 'b0;
        else if(cnt_init) cnt2 <= 'b0;
        else if(count2) cnt2 <= cnt2 + 1'b1;
        else cnt2 <= cnt2;
    end
    always @(posedge clk) begin
        if(~rst) eow_reg <= 1'b0;
        else if(eow_ld) eow_reg <= eow;
        else eow_reg <= eow_reg;
    end
    assign no_data = (cnt2 == 'b0);
    assign last_data = ((cnt1 + 1'b1) == cnt2);
    reg [1 : 0] ps, ns;
    always @(ps, aw_valid, acc_done_out, a3, w3, a_co, w_co, nz, co1, no_data, last_data) begin
        begin ns = idle; {ready, done, acc_sel_toggle, compute_write, ctrl, count1, count2, cnt_init, eow_ld} = 'b0; end
        case(ps)
            idle:
                begin
                    ns = aw_valid ? store_data : idle;
                    ready = ~aw_valid;
                    ctrl = (aw_valid & nz) ? 3'h1 : 3'h0;
                    count1 = aw_valid;
                    count2 = (aw_valid & nz);
                    eow_ld = aw_valid;
                end
            store_data:
                begin
                    ns = (co1 & aw_valid & (no_data & ~nz)) ? idle : (co1 & aw_valid) ? dot_product : store_data;
                    ctrl = (aw_valid & nz) ? 3'h1 : 3'h0;
                    count1 = aw_valid;
                    count2 = (aw_valid & nz);
                end
            dot_product:
                begin
                    compute_write = 1'b1;
                    case({a_co, w_co})
                        2'b00:
                            begin
                                ns = (eow_reg & (last_data & (~a3 & ~w3))) ? start_receive : (last_data & (~a3 & ~w3)) ? idle : dot_product;
                                ctrl = (~a3 & ~w3) ? 3'h2 : ~w3 ? 3'h3 : 3'h4;
                                count1 = (~a3 & ~w3);
                                cnt_init = (last_data & (~a3 & ~w3));
                            end
                        2'b01:
                            begin
                                ns = (eow_reg & (last_data & ~a3)) ? start_receive : (last_data & ~a3) ? idle : dot_product;
                                ctrl = ~a3 ? 3'h2 : 3'h3;
                                count1 = ~a3;
                                cnt_init = (last_data & ~a3);
                            end
                        2'b10:
                            begin
                                ns = (eow_reg & (last_data & ~w3)) ? start_receive : (last_data & ~w3) ? idle : dot_product;
                                ctrl = ~w3 ? 3'h2 : 3'h4;
                                count1 = ~w3;
                                cnt_init = (last_data & ~w3);
                            end
                        2'b11:
                            begin
                                ns = (eow_reg & last_data) ? start_receive : last_data ? idle : dot_product;
                                ctrl = 3'h2;
                                count1 = 1'b1;
                                cnt_init = last_data;
                            end
                    endcase
                end
            start_receive:
                begin
                    ns = ~acc_done_out ? idle : start_receive;
                    done = ~acc_done_out;
                    acc_sel_toggle = ~acc_done_out;
                end
            default: begin ns = idle; {ready, done, acc_sel_toggle, compute_write, ctrl, count1, count2, cnt_init, eow_ld} = 'b0; end
        endcase
    end
    always @(posedge clk) begin
        if (~rst) ps <= idle;
        else ps <= ns;
    end
endmodule
`timescale 1ns / 1ps
module PE#(
    parameter       A_W = 3,
    parameter       W_W = 3,
    parameter       SIMD = 4,
    parameter       T_A_W = A_W * 2,
    parameter       T_W_W = W_W * 2,
    parameter       ACC_ADDR_W = $clog2(A_W * W_W),
    parameter       ACC_DATA_W = 8
)(
	input 	wire	clk,
	input 	wire	rst,
	input	wire	[T_A_W-1 : 0] 	a,
	input	wire	[T_W_W-1 : 0] 	w,
	input	wire					aw_valid,
	input	wire					eow,
	output	wire					ready,
	output 	wire 						acc_done_out,
	input 	wire 						acc_valid_in,
	input 	wire 	[ACC_ADDR_W-1 : 0] 	acc_addr_in,
	input 	wire	[ACC_DATA_W-1 : 0] 	acc_data_in,	
	input 	wire 						acc_done_in,
	output 	wire 						acc_valid_out,
	output 	wire 	[ACC_ADDR_W-1 : 0]	acc_addr_out,
	output 	wire	[ACC_DATA_W-1 : 0] 	acc_data_out
);
    parameter   A_REG_W = SIMD * T_A_W;
    parameter   W_REG_W = (SIMD + 1) * T_W_W;
    parameter   ACC_SIZE = A_W * W_W;
    wire                                a_co;
    reg     [ACC_ADDR_W-1 : 0]          a_addr;
    wire                                w_co;
    reg     [ACC_ADDR_W-1 : 0]          w_addr;
    wire    [ACC_ADDR_W-1 : 0]          compute_addr;
    reg     [A_REG_W-1 : 0]             a_reg;
    reg     [W_REG_W-1 : 0]             w_reg;
    wire                                nz;
    wire                                mult;
    wire                                compute_write;
    wire    [2 : 0]                     ctrl;
    wire    [ACC_DATA_W-1 : 0]          compute_data0;
    wire    [ACC_DATA_W-1 : 0]          compute_data1;
    wire                                done;
    wire                                receive_write;
    wire    [ACC_DATA_W-1 : 0]          receive_data0;
    wire    [ACC_DATA_W-1 : 0]          receive_data1;
    wire                                acc_sel_toggle;
    reg                                 acc_sel;
    reg     [ACC_SIZE-1 : 0]            acc0_valid;
    reg     [ACC_SIZE-1 : 0]            acc1_valid;
    reg     [ACC_DATA_W-1 : 0]          acc0                [0 : ACC_SIZE-1];
    reg     [ACC_DATA_W-1 : 0]          acc1                [0 : ACC_SIZE-1];
    wire                                idx_init;
    wire                                idx_count;
    wire                                idx_zero;
    wire                                idx_full;
    reg     [$clog2(ACC_SIZE+1)-1 : 0]  idx;
    always @(posedge clk) begin
        if(~rst) begin
            a_addr <= 'b0;
        end
        else begin
            case(ctrl)
                3'h2: a_addr <= 'b0;
                3'h3: a_addr <= a_addr + W_W;
                default: a_addr <= a_addr;
            endcase
        end
    end
    assign a_co = (a_addr == (A_W-1)*W_W);
    always @(posedge clk) begin
        if(~rst) begin
            w_addr <= 'b0;
        end
        else begin
            case(ctrl)
                3'h2: w_addr <= 'b0;
                3'h3: w_addr <= 'b0;
                3'h4: w_addr <= w_addr + 1'b1;
                default: w_addr <= w_addr;
            endcase
        end
    end
    assign w_co = (w_addr == W_W-1);
    always @(posedge clk) begin
        if(~rst) begin
            a_reg <= 'b0;
        end
        else begin
            case(ctrl)
                3'h1: a_reg <= {a_reg[A_REG_W-1-T_A_W : 0], a};
                3'h2: a_reg <= {{T_A_W{1'b0}}, a_reg[A_REG_W-1 : T_A_W]};
                3'h3: a_reg <= {a_reg[A_REG_W-1 : T_A_W], a_reg[1 : 0], a_reg[T_A_W-1 : 2]};
                default: a_reg <= a_reg;
            endcase
        end
    end
    always @(posedge clk) begin
        if(~rst) begin
            w_reg <= 'b0;
        end
        else begin
            case(ctrl)
                3'h1: w_reg <= {w_reg[W_REG_W-1-T_W_W : T_W_W], w, w};
                3'h2: w_reg <= {{T_W_W{1'b0}}, w_reg[W_REG_W-1 : 2*T_W_W], w_reg[3*T_W_W-1 : 2*T_W_W]};
                3'h3: w_reg <= {w_reg[W_REG_W-1 : T_W_W], w_reg[2*T_W_W-1 : T_W_W]};
                3'h4: w_reg <= {w_reg[W_REG_W-1 : T_W_W], w_reg[1 : 0], w_reg[T_W_W-1 : 2]};
                default: w_reg <= w_reg;
            endcase
        end
    end
    assign nz = (a[1] & w[1]);
    assign mult = a_reg[0] ~^ w_reg[0];
    assign compute_addr = a_addr + w_addr;
    assign compute_data0 = (acc0_valid[compute_addr] & mult) ? acc0[compute_addr] + 1'b1 : (acc0_valid[compute_addr] & ~mult) ? acc0[compute_addr] - 1'b1 : mult ? 1'b1 : -1'b1;
    assign compute_data1 = (acc1_valid[compute_addr] & mult) ? acc1[compute_addr] + 1'b1 : (acc1_valid[compute_addr] & ~mult) ? acc1[compute_addr] - 1'b1 : mult ? 1'b1 : -1'b1;
    Compute_CTRL #(
        .SIMD(SIMD)
    ) compute_ctrl (
        .clk(clk),
        .rst(rst),
        .aw_valid(aw_valid),
        .eow(eow),
        .acc_done_out(acc_done_out),
        .a3(a_reg[3]),
        .w3(w_reg[3]),
        .a_co(a_co),
        .w_co(w_co),
        .nz(nz),
        .ready(ready),
        .done(done),
        .acc_sel_toggle(acc_sel_toggle),
        .compute_write(compute_write),
        .ctrl(ctrl)
    );
    always @(posedge clk) begin
        if(~rst) idx <= 'b0;
        else if(idx_init) idx <= 'b0;
        else if(idx_count) idx <= idx + 1'b1;
        else idx <= idx;
    end
    assign idx_zero = (idx == 'b0);
    assign idx_full = (idx == ACC_SIZE-1);
    assign receive_data0 = acc0[acc_addr_in] + acc_data_in;
    assign receive_data1 = acc1[acc_addr_in] + acc_data_in;
    Receive_CTRL receive_ctrl(
        .clk(clk),
        .rst(rst),
        .acc_valid_in(acc_valid_in),
        .done(done),
        .idx_zero(idx_zero),
        .idx_full(idx_full),
        .acc_done_out(acc_done_out),
        .receive_write(receive_write),
        .idx_count(idx_count)
    );
    assign acc_data_out = acc_sel ? acc0[acc_addr_out] : acc1[acc_addr_out];
    Send_CTRL #(
        .ACC_ADDR_W(ACC_ADDR_W),
        .ACC_SIZE(ACC_SIZE)
    ) send_ctrl (
        .clk(clk),
        .rst(rst),
        .acc_done_in(acc_done_in),
        .idx(idx),
        .acc_valid_out(acc_valid_out),
        .acc_addr_out(acc_addr_out),
        .idx_init(idx_init)
    );
    always @(posedge clk) begin
        if(~rst) acc_sel <= 1'b0;
        else if(acc_sel_toggle) acc_sel <= ~acc_sel;
        else acc_sel <= acc_sel;
    end
    always @(posedge clk) begin
        if(~rst) acc0_valid <= 'b0;
        else if(acc_sel_toggle & acc_sel) acc0_valid <= 'b0;
        else if(~acc_sel & compute_write) acc0_valid[compute_addr] <= 1'b1;
        else acc0_valid <= acc0_valid;
    end
    always @(posedge clk) begin
        if(~rst) acc1_valid <= 'b0;
        else if(acc_sel_toggle & ~acc_sel) acc1_valid <= 'b0;
        else if(acc_sel & compute_write) acc1_valid[compute_addr] <= 1'b1;
        else acc1_valid <= acc1_valid;
    end
    always @(posedge clk) begin
        if(~acc_sel & compute_write) begin
            acc0[compute_addr] <= compute_data0;
        end
        else if(acc_sel & receive_write) begin
            acc0[acc_addr_in] <= receive_data0;
        end
    end
    always @(posedge clk) begin
        if(acc_sel & compute_write) begin
            acc1[compute_addr] <= compute_data1;
        end
        else if(~acc_sel & receive_write) begin
            acc1[acc_addr_in] <= receive_data1;
        end
    end
endmodule
`timescale 1ns / 1ps
module Receive_CTRL (
    input   wire    clk,
    input   wire    rst,
    input   wire    acc_valid_in,
    input   wire    done,
    input   wire    idx_zero,
    input   wire    idx_full,
    output  reg     acc_done_out,
    output  reg     receive_write,
    output  reg     idx_count
);
    parameter   [0 : 0]     idle = 1'b0,
                            receive = 1'b1;
    reg [0 : 0] ps, ns;
    always @(ps, acc_valid_in, done, idx_zero, idx_full) begin
        begin ns = idle; {acc_done_out, receive_write, idx_count} = 'b0; end
        case(ps)
            idle:
                begin
                    ns = (done & idx_zero) ? receive : idle;
                end
            receive:
                begin
                    ns = (acc_valid_in & idx_full) ? idle : receive;
                    acc_done_out = 1'b1;
                    receive_write = acc_valid_in;
                    idx_count = acc_valid_in;
                end
            default: begin ns = idle; {acc_done_out, receive_write, idx_count} = 'b0; end
        endcase
    end
    always @(posedge clk) begin
        if (~rst) ps <= idle;
        else ps <= ns;
    end
endmodule
`timescale 1ns / 1ps
module Send_CTRL #(
    parameter   ACC_ADDR_W = 4,
    parameter   ACC_SIZE = 9
)(
    input   wire                                clk,
    input   wire                                rst,
    input   wire                                acc_done_in,
    input   wire    [$clog2(ACC_SIZE+1)-1 : 0]  idx,
    output  reg                                 acc_valid_out,
    output  wire    [ACC_ADDR_W-1 : 0]          acc_addr_out,
    output  reg                                 idx_init
);
    parameter   [0 : 0]     idle = 1'b0,
                            send = 1'b1;
    wire                        addr_co;
    reg                         addr_count;
    reg     [ACC_ADDR_W-1 : 0]  addr;
    wire                        lesser;
    always @(posedge clk) begin
        if(~rst) addr <= 'b0;
        else if(addr_count & addr_co) addr <= 'b0;
        else if(addr_count & ~addr_co) addr <= addr + 1'b1;
        else addr <= addr;
    end
    assign addr_co = (addr == ACC_SIZE-1);
    assign lesser = (addr < idx);
    assign acc_addr_out = addr;
    reg [0 : 0] ps, ns;
    always @(ps, acc_done_in, addr_co, lesser) begin
        begin ns = idle; {acc_valid_out, idx_init, addr_count} = 'b0; end
        case(ps)
            idle:
                begin
                    ns = acc_done_in ? send : idle;
                end
            send:
                begin
                    ns = (addr_co & lesser) ? idle : send;
                    acc_valid_out = lesser;
                    idx_init = (addr_co & lesser);
                    addr_count = lesser;
                end
            default: begin ns = idle; {acc_valid_out, idx_init, addr_count} = 'b0; end
        endcase
    end
    always @(posedge clk) begin
        if (~rst) ps <= idle;
        else ps <= ns;
    end
endmodule
==> design/flow/run.sh <==
#!/bin/bash
# OpenROAD 26Q1-2900-gdf79404cd8, Yosys 0.63+post, stock flow scripts
make -C /OpenROAD-flow-scripts/flow DESIGN_CONFIG=/design/flow/config.mk WORK_HOME=/design/flow/orfs finish
==> design/flow/config.mk <==
export PLATFORM = sky130hd
export DESIGN_NAME = PE
export DESIGN_NICKNAME = PE
export VERILOG_FILES = /design/flow/design.v
export SDC_FILE = /design/flow/constraint.sdc
export NUM_CORES = 4
export LEC_CHECK = 1
export CORE_UTILIZATION = 40
==> design/flow/constraint.sdc <==
current_design PE

set clk_period 15.7
set clk_io_pct 0.2

create_clock -name clk0 -period $clk_period [get_ports {clk}]

set non_clock_inputs [all_inputs -no_clocks]
set_input_delay [expr $clk_period * $clk_io_pct] -clock clk0 $non_clock_inputs
set_output_delay [expr $clk_period * $clk_io_pct] -clock clk0 [all_outputs]
==> out/qor.yml <==
power_density_nw_per_um2: 101.1
rows: 67
synth.most_common_cell: "edfxtp_1"
grt_pass1_wl_um: 56950
yosys_warnings: 4
grt_antenna_before_repair: 1
postCtsHoldBufs: 0
gr-total-overflow: 0
slew_viol_final: 0
outcome: "finished clean"
initCoreUtil_pct: 40.68
dieArea_um2: 34840
ir_worst_vdd_mv: 0.08041
synthCells: 1309
max_slew_margin_pct: 39.08
ys_ff: 249
tightest_slew_ps: 902.0
path_cells: "clkdlybuf4s50_1 > nor4_1 > clkdlybuf4s50_1"
io_buffers: 44
start_kind: "input pin"
reg2reg_to: "acc0[8][6]$_DFFE_PP_"
tritoncts: "yes"
wl_per_cell_um: 19.94
syn_avg_cell_area_um2: 10.42
finalHoldWorstSlack_ps: 460.1
fin_util_pct: 46.63
cts-root-buf: "clkbuf_16"
cts.repair.resized: 0
vias_per_cell: 5.762
rsz0062_at_grt: "false"
cts_sinks: 249
yosysTopAreaCell: "edfxtp_1"
hold_violations: 0
drtIter0Drc: 662
max_stage_delay_ps: 520
r2r_slack_ps: 10170
ys.flop_type: "edfxtp_1"
area_growth_pct: 14.64
ys_async_sr_fraction_pct: 0
max-cap-violations: 0
wl_um: 36150
synth.distinct_cells: 76
pre_cts_ws_ps: 7784
hold_start: "a_reg[21]$_SDFFE_PN0P_"
crit_family: "buffers and inverters"
top_cells_by_count: "144 x edfxtp_1, 142 x nand2_1, 105 x dfxtp_1"
yosysSeqAreaShare_pct: 47.11
tool_warnings: 32
final_cells: 1813
fmax_mhz: 132.8
vias: 10447
gp_congestion: 0.9925
min_path_cells: 2
ys_cells: 1309
ant_nets: 0
top_cell_area_share_pct: 31.70
p_leak_nw: 5.466
clockBufferDepth: 3
hp-class: "flop to flop"
finalClockPeriodUsage_pct: 47.98
dpl.hpwl_um: 24450
fin_tns_setup_ps: 0
grt_pass1_vias: 10116
coreArea_um2: 33530
drive_above_1_share_pct: 13.49
setup_viol: 0
endpoint_kind: "output pin"
cpMaxStageDelayCell: "clkdlybuf4s50_1"
placed_cells: 1760
first_pass_iters: 5
ctsHtreeMaxLevel: 1
path_class: "input pin to output pin"
crit_fanout: 6
drc: 0
grt_max_degree: 75
crit_arrival_ps: 4390
crit_top_cell: "clkdlybuf4s50_1"
timing.rr.start: "a_addr[0]$_SDFFE_PN0N_"
ys_area_um2: 13640
top_cells_by_area: "edfxtp_1 32%, dfxtp_1 15%, mux4_2 7.6%"
cts_made_buffers: 28
min_period_ps: 7532
cp_num_buf_inv: 2
skew_ps: 15.78
edf_count: 144
die_w_um: 186.7
clk_latency_ps: 550
required_ps: 12560
io-pin-count: 45
track_usage_pct: 21.93
fin_ws_ps: 8168
timing.critical_path.depth: 3
die_h_um: 186.7
hold_end: "a_reg[21]$_SDFFE_PN0P_"
clk_pin_slew_ps: 60
postCtsSetupBuffers: 0
synthesis.area_um2: 13640
worstRegToRegCells: 21
## routing by layer
| metal | up-vias | part of all wire, % | global-route usage (%) | routed length (um) |
|---|---|---|---|---|
| met5 | - | 0 | 0 | 0 |
| met4 | 0 | 2.7 | 4.792 | 970 |
| met3 | 70 | 9.4 | 7.663 | 3386 |
| met2 | 449 | 46 | 33.11 | 16460 |
| met1 | 4980 | 42 | 32.06 | 15330 |
| li1 | 4948 | - | - | - |
## cells by family after synthesis
group / count (synthesis) / synth area share, %
buf+inv: 126 / 3.623
compound gates: 288 / 13.82
xor+xnor: 43 / 2.761
flops: 249 / 47.11
mux: 111 / 12.77
fa+ha+maj: 39 / 3.742
simple gates: 453 / 16.17
## power by group
part	total (mW)	switching [mW]	internal, mW
clock network	0.698	0.263	0.435
logic	0.169	0.101	0.0678
registers	0.713	0.00801	0.705
## worst min-delay path: cells and delay by family (launching register included)
family | cells | cell delay, ps
AOI/OAI and AO/OA | 1 | 60
and+or+nand+nor | 1 | 40
DFF | 1 | 300
## placed cells by master, fill, tap and decap left out, types with 6 or more instances in the layout
| master | n |
|---|---|
| and3_1 | 10 |
| nand4_1 | 6 |
| a32oi_1 | 13 |
| clkdlybuf4s50_1 | 43 |
| a21o_1 | 8 |
| buf_4 | 39 |
| a21oi_1 | 69 |
| mux2_2 | 34 |
| nor3b_1 | 19 |
| clkbuf_16 | 29 |
| nor2b_1 | 18 |
| ha_1 | 36 |
| nand2_1 | 142 |
| inv_1 | 43 |
| nor2_1 | 94 |
| o31ai_1 | 6 |
| nand3_1 | 51 |
| bufinv_16 | 6 |
| a31oi_1 | 21 |
| nand2b_1 | 23 |
| a2111oi_0 | 8 |
| xnor2_1 | 33 |
| dfxtp_1 | 104 |
| mux2i_1 | 29 |
| o22ai_1 | 12 |
| o21a_1 | 7 |
| a21boi_0 | 12 |
| o21ai_0 | 66 |
| nor4_1 | 18 |
| xor2_1 | 10 |
| and2_1 | 23 |
| mux4_2 | 46 |
| a211oi_1 | 12 |
| edfxtp_1 | 144 |
| a22oi_1 | 13 |
| nor3_1 | 29 |
## worst max-delay path by stage
stage     slack (ps)                   end            from
5_1_grt         7960  acc0[8][6]$_DFFE_PP_  acc_addr_in[0]
4_1_cts         8170                 ready        aw_valid
6_report        8170                 ready        aw_valid
## cell type report
type	instances	area (um^2)
flip-flops and latches	249	6427
repair buffers	83	728.2
fillers	3053	17890
clock buffers	33	740.7
inverters	46	172.7
multi-input cells	934	6753
well taps	448	560.5
clock inverters	19	252.7
diodes	1	2.502
## metrics by stage
stage | instance area, um^2 | total power [mW]
final | 15640 | 1.580
after global routing | 15640 | 1.636
after CTS | 15640 | 1.594
after detailed placement | 14640 | 0.8941
after global placement | 14640 | 0.8935
after floorplan | 13640 | 0.8438
Power figures rest on the tool's default switching activity, not on a simulated workload.
